--- design/flow/design.v ---
module alu (
	input clk,
	input signed [15:0] coeff,
	input signed [15:0] data,
	input [1:0] op_code,
	input [31:0] prev_acc,  
	output reg signed [31:0] result
);
	always @(posedge clk)
	begin
		case(op_code)
			2'b00:
				result <= 0;
			2'b01:
				result <= coeff*data;
			2'b10:
				result <= prev_acc + coeff*data;
			default:
				result <= 0;
		endcase
	end
	endmodule
module cmem (
        input clk,
        input [5:0] addr,  
        input w_en,  
        input [15:0] data_in,  
        output reg [15:0] data_out  
);
        reg [15:0] sram [0:63];  
        always @(posedge clk) 
        begin
                if(w_en)
		begin
                        sram[addr] <= data_in;  
			data_out <= data_in;
		end
                else
		begin
                        data_out <= sram[addr];
		end
        end
        endmodule
module fifo (
    input wire clk1,
    input wire clk2,
    input wire reset,
    input wire w_en,
    input wire r_en,
    input wire [15:0] data_in,
    output reg [15:0] data_out,
    output wire full,
    output wire empty
);
    localparam DEPTH = 1;  
    localparam ADDR = 1;
    reg [15:0] mem [0:DEPTH-1];
    reg [ADDR-1:0] w_pt;  
    reg [ADDR-1:0] r_pt;  
    reg valid;
    wire nvalid;
    assign full = valid && (w_pt == r_pt);
    assign empty = ~valid;
    assign nvalid = (w_en && !full) ? 1 : 
                    (r_en && !empty) ? 0 : valid;
    always @(posedge clk1 or posedge reset)
    begin
        if(reset)
        begin
            w_pt <= 0;
            valid <= 0; 
        end
        else
        begin
            if (w_en && !full)
                mem[w_pt] <= data_in;
            valid <= nvalid;  
        end
    end
    always @(posedge clk2 or posedge reset)
    begin
        if(reset)
        begin
            r_pt <= 0;
            data_out <= 0;
        end
        else if(r_en && !empty)
        begin
            data_out <= mem[r_pt];
        end
    end
endmodule
module fir (
    input wire clk1,            
    input wire clk2,            
    input wire rstn,            
    input wire valid_in,        
    input wire [13:0] addr,     
    input wire [15:0] data_in,  
    input wire w_en,            
    output reg valid_out,       
    output reg [15:0] dout      
);
    wire [15:0] imem_out;
    wire [15:0] fifo_out;
    wire [15:0] cmem_out;
    wire signed [31:0] alu_out;
    reg signed [31:0] accumulator;
    reg [5:0] tap_count;        
    imem imem_inst (
        .clk(clk1),
        .addr(addr),
        .data_in(data_in),
        .w_en(w_en),
        .data_out(imem_out)
    );
    fifo fifo_inst (
        .clk1(clk1),
        .clk2(clk2),
        .reset(~rstn),
        .w_en(valid_in),
        .r_en(valid_out),
        .data_in(imem_out),     
        .data_out(fifo_out),
        .full(),
        .empty()
    );
    cmem cmem_inst (
        .clk(clk2),
        .addr(tap_count),
        .w_en(1'b0),           
	.data_in(16'b0),
        .data_out(cmem_out)
    );
    alu alu_inst (
        .clk(clk2),
        .coeff(cmem_out),
        .data(fifo_out),
        .op_code((tap_count == 0) ? 2'b01 : 2'b10), 
        .prev_acc(accumulator),
        .result(alu_out)
    );
    always @(posedge clk2 or negedge rstn) 
    begin
        if (!rstn) 
	begin
            tap_count <= 0;
            accumulator <= 0;
            dout <= 0;
            valid_out <= 0;
        end 
	else if (valid_in) 
	begin
            if (tap_count < 63) 
	    begin
                tap_count <= tap_count + 1;
                accumulator <= alu_out;  
            end 
	    else 
	    begin
                tap_count <= 0;
                dout <= alu_out[31:16]; 
                valid_out <= 1;
                accumulator <= 0;      
            end
        end
    end
endmodule
module imem (
	input clk,
	input [13:0] addr, 
	input [15:0] data_in,
	input w_en,  
	output reg [15:0] data_out
);
	reg [15:0] memory [0:63]; 
	always @(posedge clk) 
	begin
		if(w_en)
			memory[addr] <= data_in;
		data_out <= memory[addr];
	end 
	endmodule
--- design/flow/run.sh ---
#!/bin/bash
# OpenROAD 26Q1-2900-gdf79404cd8, Yosys 0.63+post, stock flow scripts
make -C /OpenROAD-flow-scripts/flow DESIGN_CONFIG=/design/flow/config.mk WORK_HOME=/design/flow/orfs finish
--- design/flow/config.mk ---
export PLATFORM = sky130hd
export DESIGN_NAME = fir
export DESIGN_NICKNAME = fir
export VERILOG_FILES = /design/flow/design.v
export SDC_FILE = /design/flow/constraint.sdc
export NUM_CORES = 4
export LEC_CHECK = 1
export CORE_AREA = 10 10 70 70
export DIE_AREA = 0 0 80 80
--- design/flow/constraint.sdc ---
current_design fir

set clk_period 1.6
set clk_io_pct 0.2

create_clock -name clk0 -period $clk_period [get_ports {clk1}]
create_clock -name clk1 -period $clk_period [get_ports {clk2}]

set non_clock_inputs [all_inputs -no_clocks]
set_input_delay [expr $clk_period * $clk_io_pct] -clock clk0 $non_clock_inputs
set_output_delay [expr $clk_period * $clk_io_pct] -clock clk0 [all_outputs]
==> insert_results.sql <==
-- generated from flow reports
INSERT INTO impl_metrics (metric_group, metric, value, unit) VALUES
('sta', 'tns', '0', 'ps'),
('synth', 'edf_count', '0', ''),
('worst_setup_path', 'cpPeakStageDelay', '470', 'ps'),
('worst_setup_path', 'worst_path_maximum_fanout', '2', ''),
('route', 'route.antenna.diode_count', '0', ''),
('synth', 'mapped_cells', '43', ''),
('floorplanning', 'coreArea', '3420', 'um2'),
('hold_path', 'min_path_type', 'in -> async', ''),
('floorplanning', 'placement_rows', '21', ''),
('synth', 'synthDominantAreaCellType', 'dfrtp_1', ''),
('cells_and_area', 'layout.area.seq', '175', 'um2'),
('route', 'drt-wirelength-per-cell', '7.60', 'um'),
('flow_run', 'maxCapViolations', '0', ''),
('sta', 'holdWs', '326', 'ps'),
('cts', 'cts_inserted_buffers', '3', ''),
('global_routing', 'antenna_violations_before_repair', '0', ''),
('route', 'via_per_inst', '2.49', ''),
('floorplanning', 'floorplanUtilization', '0.126', ''),
('synth', 'synth.yosys.chip_area', '432', 'um2'),
('worst_setup_path', 'timing.critical_path.buf_inv', '1', ''),
('sta', 'hold_viol', '0', ''),
('global_routing', 'grt_first_pass_wirelength', '1.19', 'mm'),
('synth', 'netlist_area', '432', 'um2'),
('floorplanning', 'die_h', '80', 'um'),
('power_and_ir_drop', 'power-per-cell-area', '1450', 'nW/um2'),
('cells_and_area', 'layout-drive-gt1-share', '0.122', ''),
('sta', 'setup_violations', '0', ''),
('floorplanning', 'die_w', '80', 'um'),
('outcome', 'status', 'complete, no violations', ''),
('synth', 'post_synth_num_cell_types', '16', ''),
('route', 'vias', '237', ''),
('placement', 'place.detailed.hpwl', '593', 'um'),
('worst_setup_path', 'crit_family', 'buffers and inverters', ''),
('power_and_ir_drop', 'power.leakage', '0.000210', 'uW'),
('synth', 'adder_share', '0.0290', ''),
('synth', 'synthMostInstantiatedCell', 'buf_4', ''),
('sta', 'timing_max_transition_violations_final', '0', ''),
('cells_and_area', 'synth_to_final_area_change', '11.6', '%'),
('cts', 'clock-sinks', '7', ''),
('cts', 'cts_max_path_buffers', '2', ''),
('floorplanning', 'chip_area', '6400', 'um2'),
('synth', 'mux_area_fraction', '0.0261', ''),
('route', 'detail_route.first_pass.iterations', '2', ''),
('worst_setup_path', 'cpMaxStageDelayCell', 'clkdlybuf4s50_1', ''),
('synth', 'postSynthRegisterBits', '7', ''),
('worst_setup_path', 'timing_worst_setup_path_type', 'reg -> out', ''),
('floorplanning', 'top_level_ports', '52', ''),
('worst_setup_path', 'critPathRequiredTime', '1280', 'ps'),
('route', 'drt-total-wl', '722', 'um'),
('synth', 'and_or_or_and_cells_area_fraction', '0.0406', ''),
('synth', 'ys_cells', '43', ''),
('worst_setup_path', 'timing.critical_path.cells', 'clkdlybuf4s50_1', ''),
('synth', 'yosys_most_used_dff', 'dfrtp_1', ''),
('synth', 'synthesis.area_per_instance', '10.0', 'um2'),
('route', 'dr.first_iter.drc_count', '2', ''),
('cts', 'cts_tree', 'done', ''),
('worst_setup_path', 'crit_path_end_kind', 'output pin', ''),
('placement', 'globalplace.congestion', '0.714', ''),
('synth', 'netlist_logic_family_top', 'buffers and inverters', ''),
('cts', 'deepest_level_of_the_cts_h_tree', '1', ''),
('global_routing', 'grt_start_max_net_pins', '8', ''),
('cts', 'ctsRootBufferMaster', 'clkbuf_4', ''),
('sta', 'skew', '5.51', 'ps'),
('global_routing', 'number_of_global_route_vias_before_repair', '260', ''),
('global_routing', 'track_usage', '0.0232', ''),
('synth', 'synth.yosys.warnings', '6', ''),
('route', 'antenna_violating_nets_post_route', '0', ''),
('power_and_ir_drop', 'max-vdd-ir-drop', '0.761', 'mV'),
('route', 'drc_errors', '0', ''),
('cts', 'cts_resized', '0', ''),
('sta', 'rsz_0062_raised_after_global_routing', 'no', '');
[worst paths after layout]
kind,start,endpoint,slack (ps),cells after the start
setup / recovery,valid_out,valid_out,230,1
hold / removal,rstn,tap_count[2],330,1
setup reg to reg,tap_count[0],valid_out,430,4
hold reg to reg,valid_out,valid_out,470,1
max in group clk1,valid_in,tap_count[3],370,4
max in group asynchronous,rstn,valid_out,1030,1
min in group clk1,valid_out,valid_out,470,1
min in group clk0,valid_out,valid_out,1350,1
[placed cells by master (no fill, tap or decap)]
cell type / n
conb_1: 16
dfrtp_1: 7
xnor2_1: 3
nand2_1: 3
clkbuf_4: 3
clkdlybuf4s50_1: 3
nand4_1: 2
nor2_1: 2
nand4_2: 1
nor2_2: 1
or2_1: 1
mux2_2: 1
a21oi_1: 1
o21ai_0: 1
o31ai_1: 1
xor2_1: 1
ha_1: 1
clkbuf_1: 1
[per-stage QoR]
step	total power (uW)	cells	area [um2]	setup slack (ps)	util
after floorplan	509	58	488	503	-
after global placement	537	91	455	128	0.133
after detailed placement	541	91	455	129	0.133
after CTS	709	95	482	205	0.141
after global routing	770	95	482	144	0.141
final	699	95	482	228	0.141
[flip-flops by register name, summed over array words and instances (netlist names)]
register,count
tap_count,6
valid_out,1
[routing by layer]
| metal | share of wire | up-vias | global-route usage | wire length, um |
|---|---|---|---|---|
| li1 | - | 120 | - | - |
| met2 | 0.43 | 12 | 0.0281 | 313 |
| met5 | 0 | - | 0 | 0 |
| met3 | 0.11 | 0 | 0.0182 | 81 |
| met1 | 0.45 | 105 | 0.0316 | 326 |
| met4 | 0 | 0 | 0.00352 | 0 |
[cell families after synthesis]
kind of cell | after synthesis
buffers and inverters | 16
DFF | 7
AOI/OAI and AO/OA | 3
xor gates and xnor gates | 4
muxes | 1
adders and majority gates | 1
and+or+nand+nor | 10
other | 1
[where the power goes]
group / internal, uW / leakage (uW) / switching [uW]
logic: 108 / 0.000109 / 80.4
clock network: 95.0 / 0.0000150 / 63.4
registers: 262 / 0.0000861 / 89.9
[cell type report]
| type | count | area share |
|---|---|---|
| multi-input cells | 35 | 0.400 |
| flip-flops and latches | 7 | 0.364 |
| well taps | 46 | 0.119 |
| repair buffers | 3 | 0.0623 |
| clock buffers | 4 | 0.0545 |
Power is estimated from default activity; no workload was simulated.
